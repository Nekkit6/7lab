[flow/design.v]
`timescale 1ns / 1ps
module regs_sw(
    input req_i, CLK100, resetn,
    input [31:0] addr_i,
    input [15:0] SW,
    input BTNU, BTNL, BTNC, BTNR, BTND,
    output reg [31:0] out
    );
  always @(posedge CLK100) begin
    if(!resetn) 
      out <= 'b0;
    else begin
      if(req_i) begin
        if(addr_i[11:0] == 12'h000)
          out <= 'b0 | SW;
        if(addr_i[11:0] == 12'h004)
          out <= 'b0 | {BTNU, BTNL, BTNC, BTNR, BTND};
      end
    end
  end
endmodule
[flow/run.sh]
#!/bin/bash
# OpenROAD 26Q1-2900-gdf79404cd8, Yosys 0.63+post, stock flow scripts
make -C /OpenROAD-flow-scripts/flow DESIGN_CONFIG=/design/flow/config.mk WORK_HOME=/design/flow/orfs finish
[flow/constraint.sdc]
current_design regs_sw

set clk_period 2.6
set clk_io_pct 0.2

create_clock -name clk0 -period $clk_period [get_ports {CLK100}]

set non_clock_inputs [all_inputs -no_clocks]
set_input_delay [expr $clk_period * $clk_io_pct] -clock clk0 $non_clock_inputs
set_output_delay [expr $clk_period * $clk_io_pct] -clock clk0 [all_outputs]
[flow/config.mk]
export PLATFORM = sky130hd
export DESIGN_NAME = regs_sw
export DESIGN_NICKNAME = regs_sw
export VERILOG_FILES = /design/flow/design.v
export SDC_FILE = /design/flow/constraint.sdc
export NUM_CORES = 4
export LEC_CHECK = 1
export CORE_AREA = 10 10 91 91
export DIE_AREA = 0 0 101 101
==> results.ini <==
[clock_network]
clk_path_buf_depth=2
cts_buffers=3
hold_buffers=0
clockRootBuffer=clkbuf_8
postCtsSetupBuffers=0
cts_sinks=16
htreeDepth=1
ctsResizeCount=0
cts_tree=yes
cts.clk_slew.worst_paths_ns=0.07
clock_latency_ns=0.25

[power_and_ir_drop]
p_sw_mw=0.1147
p_sw_share_pct=20.82
power_frac_comb_pct=15.3
p_int_mw=0.4363
pwr_density_cell_nw_per_um2=372.9
p_leak_nw=0.6224
p_seq_share_pct=44.5
ir_worst_vdd_mv=0.1451
p_clk_share_pct=40.2

[yosys]
synth_cell_types=13
synth_seq_share_pct=35.96
ys_cells=96
ys.flops=16
yosysChipArea_um2=890.9
synth_warnings=1
syn_area_per_cell_um2=9.280
synth_area_um2=890.9
syn_inst=96

[cells_and_area]
top_regs=out: 16 flops
fin_cells=224
largest_register_ffs=16
synthToLayoutAreaGrowth_pct=65.87
regMostFlops=out
layout-drive-gt1-share_pct=6.803

[critical_path]
critPathSlowestCell=clkdlybuf4s50_1
arrival_ns=1.83
crit_path_start_kind=input port
path_max_fanout=16
crit_required_ns=2.73
cp-end-kind=register
crit_chain=clkdlybuf4s50_1 -> nor4_4 -> nand3_4 -> mux2i_1
worstSetupPathType=input port to register
max_stage_delay_ns=0.44
r2r_setup_slack_ns=2.01

[route]
num_vias=765
drc=0
wl_per_cell_um=11.98
routed_wl_mm=2.684
ant_nets=0
drt-initial-drc-count=14
n_antenna_cell=0
vias_per_cell=3.415
drt_pass1_iterations=2

[global_routing]
grt.overflow.total=0
grt_pass1_wl_mm=4.153
grt_pass1_vias=828
grt_max_degree=17
antenna_found_initial=0
grt_util_all_layers_pct=4.921

[sta]
holdWs_ns=0.4581
max_freq_mhz=588.7
setup_tns_ns=0
rsz0062_at_grt=no
skew_ns=0
slew_viol_final=0
setup_viol=0
final.min_clock_period_ns=1.699
fin_crit_sh_pct=65.34
final-hold-violation-count=0

[die]
initial_core_util_pct=14.03
die_h_um=101
rows=29
die_x_um=101
die-area_um2=10200
io_pins=88
core_area_um2=6350

[placed_design]
dp_hpwl_mm=2.200
gp_congestion=0.7038
port_buffers=51
place_inst=220

[run_status]
status=complete, no violations

[job]
warnings=45
cap_violations=0

[min_path]
hold_path_class=register to register

-- metrics by stage --
step	total power [mW]	setup slack (ns)	util [%]	instance area, um^2
6_report	0.5510	0.9013	23.27	1478
5_1_grt	0.5840	0.8157	23.27	1478
4_1_cts	0.5684	0.8834	23.27	1478
3_5_place_dp	0.3369	0.6082	22.40	1423
3_3_place_gp	0.3370	0.6172	22.40	1423
2_1_floorplan	0.2888	1.201	-	947.2
-- worst max-delay path: cells and delay by family --
family | cells | cell delay, ns
multiplexers | 1 | 0.20
buffers and inverters | 1 | 0.44
AND/OR/NAND/NOR | 2 | 0.65
-- layout by cell type (no fill, tap or decap), drive strengths merged --
cell type	synthesis	layout
dfxtp	16	16
mux2i	16	16
nand2	27	27
nand3	1	1
nor4	2	2
clkdlybuf4s50	0	51
nor2b	1	1
conb	1	16
o211ai	5	5
buf	17	2
nor4b	1	1
nand2b	5	5
clkbuf	4	4
-- path summary, 6_finish.rpt --
check                  from      end  cells past startpoint
setup reg to reg    out[14]  out[14]                      2
hold reg to reg      out[6]   out[6]                      2
hold / removal       out[6]   out[6]                      2
setup / recovery  addr_i[1]   out[1]                      4
-- routing by layer --
metal | track usage (%) | vias up | share of wire [%]
li1 | - | 385 | -
met1 | 5.572 | 351 | 36
met2 | 8.796 | 27 | 54
met3 | 1.663 | 2 | 9.2
met4 | 0.8574 | 0 | 1.1
met5 | 0 | - | 0
-- cells in the mapped netlist --
cell type	count	area (um^2)
clkbuf_1	4	15.01
mux2i_1	16	160.2
nand2b_1	5	31.28
nor4b_4	1	23.77
conb_1	1	3.750
nand2_1	27	101.4
buf_6	1	11.26
nor4_4	2	42.54
buf_4	16	120.1
o211ai_1	5	37.54
nor2b_1	1	6.260
nand3_4	1	17.52
dfxtp_1	16	320.3
-- final cells by class --
type | instances | area, um^2
Fill cell | 677 | 4872
Timing Repair Buffer | 53 | 525.5
Multi-Input combinational cell | 74 | 480.5
Sequential cell | 16 | 320.3
Tap cell | 77 | 96.34
Clock buffer | 4 | 55.05
-- logic make-up (layout without fill, tap and decap cells) --
| kind of cell | count (synthesis) | count (layout) | share of synthesized area [%] |
|---|---|---|---|
| other cells | 1 | 16 | 0.4209 |
| simple gates | 37 | 37 | 25.00 |
| flops | 16 | 16 | 35.96 |
| mux | 16 | 16 | 17.98 |
| buf+inv | 21 | 57 | 16.43 |
| compound gates | 5 | 5 | 4.214 |
-- power groups by stage --
stage                 sequential, mW  combinational [mW]  clock [mW]
after CTS                      0.245              0.0868       0.237
after global routing           0.245              0.0929       0.246
final                          0.245              0.0843       0.222
Power figures rest on the tool's default switching activity, not on a simulated workload.
