<file path="config.mk">
export PLATFORM = sky130hd
export DESIGN_NAME = regs_semseg
export DESIGN_NICKNAME = regs_semseg
export VERILOG_FILES = /design/flow/design.v
export SDC_FILE = /design/flow/constraint.sdc
export NUM_CORES = 4
export LEC_CHECK = 1
export CORE_UTILIZATION = 30
</file>
<file path="constraint.sdc">
current_design regs_semseg

set clk_period 6.4
set clk_io_pct 0.2

create_clock -name clk0 -period $clk_period [get_ports {CLK100}]

set non_clock_inputs [all_inputs -no_clocks]
set_input_delay [expr $clk_period * $clk_io_pct] -clock clk0 $non_clock_inputs
set_output_delay [expr $clk_period * $clk_io_pct] -clock clk0 [all_outputs]
</file>
<file path="design.v">
`timescale 1ns / 1ps
module regs_semseg(
    input req_i, we_i, CLK100, resetn,
    input [31:0] wdata_i, addr_i,
    output reg [31:0] out,  
    output CA, CB, CC, CD, CE, CF, CG, 
    output [7:0] AN
  );
  reg [9:0] counter;
  reg [7:0] semseg;
  reg [7:0] ANreg;
  reg CAr, CBr, CCr, CDr, CEr, CFr, CGr;
  reg [31:0] wdata_seg;
  reg [7:0]  select_seg;
  reg        clk_strb;
  reg [31:0] strb_buf;
  reg [7:0]  strb_sel;
  assign AN = ANreg | ~(select_seg | (strb_sel & {8{clk_strb}}));
  assign {CA, CB, CC, CD, CE, CF, CG} = {CAr, CBr, CCr, CDr, CEr, CFr, CGr};
  always @(posedge CLK100) begin
    if (!resetn) begin
      counter <= 'b0;
      ANreg[7:0] <= 8'b11111111;
      {CAr, CBr, CCr, CDr, CEr, CFr, CGr} <= 7'b1111111;
      select_seg <= 'b0;
      clk_strb <= 'b0;
      strb_buf <= 'b0;
      strb_sel <= 'b0;
      out      <= 'b0;
    end
    else begin
      if(req_i)
        case (addr_i[11:0])
          12'h000: begin
            if(we_i) wdata_seg[3:0] <= wdata_i[31:4]? wdata_seg[3:0]: wdata_i[3:0];
            out <= wdata_seg;
          end
          12'h004: begin
            if(we_i) wdata_seg[7:4] <= wdata_i[31:4]? wdata_seg[7:4]: wdata_i[3:0];
            out <= wdata_seg;
          end
          12'h008: begin
            if(we_i) wdata_seg[11:8] <= wdata_i[31:4]? wdata_seg[11:8]: wdata_i[3:0];
            out <= wdata_seg;
          end
          12'h00C: begin
            if(we_i) wdata_seg[15:12] <= wdata_i[31:4]? wdata_seg[15:12]: wdata_i[3:0];
            out <= wdata_seg;
          end
          12'h010: begin
            if(we_i) wdata_seg[19:16] <= wdata_i[31:4]? wdata_seg[19:16]: wdata_i[3:0];
            out <= wdata_seg;
          end
          12'h014: begin
            if(we_i) wdata_seg[23:20] <= wdata_i[31:4]? wdata_seg[23:20]: wdata_i[3:0];
            out <= wdata_seg;
          end
          12'h018: begin
            if(we_i) wdata_seg[27:24] <= wdata_i[31:4]? wdata_seg[27:24]: wdata_i[3:0];
            out <= wdata_seg;
          end
          12'h01C: begin
            if(we_i) wdata_seg[31:28] <= wdata_i[31:4]? wdata_seg[31:28]: wdata_i[3:0];
            out <= wdata_seg;
          end
          12'h020: begin
            if(we_i) select_seg <= wdata_i[31:8]? select_seg: wdata_i[7:0];
            out <= 'b0 | select_seg;
          end
          12'h024: begin
            if(we_i) 
              if (&wdata_i[7:0])  
                strb_sel <= 'b0;  
              else if (&(~wdata_i[7:4]))  
                  strb_sel <= 8'b1 << wdata_i[3:0];
            out <= 'b0 | strb_sel;
          end
          12'h028: begin
            if(we_i) begin
              wdata_seg <= 'b0;
              select_seg <= 8'hFF;
              strb_sel <= 'b0;
            end
            out <= 'b0;
          end
          default: out <= 'b0;
        endcase
      if (strb_buf == 10**8) begin 
        clk_strb <= ~clk_strb;
        strb_buf <= 'b0;
      end else 
        strb_buf <= strb_buf + 1'b1;
      if (counter < 1000) counter <= counter + 'b1;
      else begin
        counter <= 'b0;
        ANreg[1] <= ANreg[0];
        ANreg[2] <= ANreg[1];
        ANreg[3] <= ANreg[2];
        ANreg[4] <= ANreg[3];
        ANreg[5] <= ANreg[4];
        ANreg[6] <= ANreg[5];
        ANreg[7] <= ANreg[6];
        ANreg[0] <= !(ANreg[6:0] == 7'b1111111);
      end
      case (1'b0)
        ANreg[0]: semseg <= wdata_seg[3 : 0];
        ANreg[1]: semseg <= wdata_seg[7 : 4];
        ANreg[2]: semseg <= wdata_seg[11: 8];
        ANreg[3]: semseg <= wdata_seg[15:12];
        ANreg[4]: semseg <= wdata_seg[19:16];
        ANreg[5]: semseg <= wdata_seg[23:20];
        ANreg[6]: semseg <= wdata_seg[27:24];
        ANreg[7]: semseg <= wdata_seg[31:28];
      endcase
      case (semseg)
          4'h0: {CAr, CBr, CCr, CDr, CEr, CFr, CGr} <= 7'b0000001;
          4'h1: {CAr, CBr, CCr, CDr, CEr, CFr, CGr} <= 7'b1001111;
          4'h2: {CAr, CBr, CCr, CDr, CEr, CFr, CGr} <= 7'b0010010;
          4'h3: {CAr, CBr, CCr, CDr, CEr, CFr, CGr} <= 7'b0000110;
          4'h4: {CAr, CBr, CCr, CDr, CEr, CFr, CGr} <= 7'b1001100;
          4'h5: {CAr, CBr, CCr, CDr, CEr, CFr, CGr} <= 7'b0100100;
          4'h6: {CAr, CBr, CCr, CDr, CEr, CFr, CGr} <= 7'b0100000;
          4'h7: {CAr, CBr, CCr, CDr, CEr, CFr, CGr} <= 7'b0001111;
          4'h8: {CAr, CBr, CCr, CDr, CEr, CFr, CGr} <= 7'b0000000;
          4'h9: {CAr, CBr, CCr, CDr, CEr, CFr, CGr} <= 7'b0000100;
          4'hA: {CAr, CBr, CCr, CDr, CEr, CFr, CGr} <= 7'b0001000;
          4'hB: {CAr, CBr, CCr, CDr, CEr, CFr, CGr} <= 7'b1100000;
          4'hC: {CAr, CBr, CCr, CDr, CEr, CFr, CGr} <= 7'b0110001;
          4'hD: {CAr, CBr, CCr, CDr, CEr, CFr, CGr} <= 7'b1000010;
          4'hE: {CAr, CBr, CCr, CDr, CEr, CFr, CGr} <= 7'b0110000;
          4'hF: {CAr, CBr, CCr, CDr, CEr, CFr, CGr} <= 7'b0111000;
          default: {CAr,CBr,CCr,CDr, CEr, CFr, CGr} <= 7'b1111111;
      endcase
    end
  end
endmodule
</file>
<file path="run.sh">
#!/bin/bash
# OpenROAD 26Q1-2900-gdf79404cd8, Yosys 0.63+post, stock flow scripts
make -C /OpenROAD-flow-scripts/flow DESIGN_CONFIG=/design/flow/config.mk WORK_HOME=/design/flow/orfs finish
</file>
==> impl_metrics.toml <==
# physical design summary
[placement]
routability_congestion_estimate = 0.857
port-buffer-count = 94
hpwlAfterDp_mm = 11.6

[route]
totalWireLength_mm = 16.5
dr.pass1.iters = 5
route.detailed.vias_per_inst = 5.06
wl_per_cell_um = 15.1
detail-route-antenna-nets = 0
antenna-diode-count = 0
num_vias = 5526
drcViolationCount = 0
detailedRoute.firstIterationViolations = 355

[setup_path]
worst_path_max_delay_cell = "or4_1"
critical_path.max_fanout = 19
worstPathCellList = "clkdlybuf4s50_1 -> nor4_2 -> nand4_2 -> or4_1 -> a211oi_2"
crit_required_ns = 6.47
critical_path.endpoint_type = "flop"
timing.critical_path.slowest_cell_delay_ns = 0.68
path_class = "in -> reg"
worstSetupStartpointType = "input pin"
timing.critical_path.max_delay_family = "simple AND/OR/NAND/NOR gates"
crit-reg2reg-launch = "strb_buf[2]$_SDFF_PP0_"
worst-r2r-cell-count = 4
worst_r2r_endpoint = "strb_buf[28]$_SDFF_PP0_"
cp.arrival_ns = 3.55
reg2reg_slack_ns = 4.17
worstPathBufferInverterCount = 1

[yosys]
syn_inst = 717
yosysWarningCount = 1
topCombFamilyByArea = "simple AND/OR/NAND/NOR gates"
yosys.stat.chipArea_mm2 = 0.00674
netlist_area_mm2 = 0.00674
yosysTopAreaCellShare_pct = 31.5
synth_adder_area_share_pct = 1.67
synth.largest_area_cell = "dfxtp_1"
mux_area_fraction_pct = 1.34
yosys.cell_types.count = 58
ys.flop_type = "dfxtp_1"
synth_compound_gate_area_share_pct = 17.4
synth_async_reset_ratio_pct = 0
yosysCellCount = 717
edf_count = 36
netlist_top_cells_area = "dfxtp_1 31%, edfxtp_1 16%, nor2_1 5.1%"
simple_gate_area_share_pct = 25.4
ys_ff = 142
yosys.area_share.xor_xnor_pct = 2.60
synth_sequential_area_ratio_pct = 47.5
mean_cell_area_of_the_mapped_netlist_um2 = 9.40

[finish]
layout_top_cells = "106 x dfxtp_1, 94 x clkdlybuf4s50_1, 91 x nor2_1"
flop_area_mm2 = 0.00320
syn_to_final_growth_pct = 26.0
multiInputGateArea_mm2 = 0.00326
final_layout_size_suffix_gt1_share_pct = 7.76
most_instantiated_logic_cell_after_routing = "dfxtp_1"
final.fill_count = 2135

[clock_tree]
clkSlewWorstSetupHoldPaths_ns = 0.06
cts-resized-gates = 0
postCtsHoldBufs = 0
inserted_clock_buffers = 17
cts_max_path_buffers = 2
numClockSinks = 142
insertion_delay_late_pin_ns = 0.42
cts-root-buf = "clkbuf_16"
cts_max_level = 4
clock_tree_from_tritoncts = "done"
cts_post_setup_buffers_inserted = 0

[sta]
fin_tns_setup_ns = 0
finalHoldViolations = 0
final-max-slew-violation-count = 0
worst_tran_pin_value_ns = 0.828
relSlewSlack_pct = 44.3
period_used_pct = 54.4
min_hold_slack_ns = 0.466
fin_crit_ns = 3.48
timing.final.setup_violations = 0
max_freq_mhz = 287
unrepaired_setup_endpoints_after_global_routing = "false"
fin_worst_skew_ns = 0.00791

[global_routing]
grt_util_all_layers_pct = 14.5
grt_max_degree = 34
number_of_antenna_violations_at_the_first_check_in_global_routing = 0
grt_first_pass_wirelength_mm = 26.7
grt_remaining_overflow = 0
first_global_vias = 5055

[run_status]
status = "finished, final reports clean"

[die]
dieHeight_um = 152
boundaryPins = 115
fp-utilization_pct = 30.8
design.die.area_mm2 = 0.0231
core_area_mm2 = 0.0219
rows = 54
chipWidth_um = 152

[pwr]
switching_power_mw = 0.435
share_seq_of_total_power_pct = 46.6
max-vdd-ir-drop_mv = 0.167
powerDensity_mw_per_mm2 = 234
power.share.combinational_pct = 4.6
internal_power_of_the_cells_mw = 1.55
swShare_pct = 21.9
share_clk_of_total_power_pct = 48.7
total_leakage_power_nw = 2.96

[min_path]
hold_path_end = "strb_buf[0]$_SDFF_PP0_"
hold_path_depth = 1
hold_path.class = "reg -> reg"
min-delay-start = "strb_buf[0]$_SDFF_PP0_"

[flow_run]
warnings = 51
drv_cap = 0
## stage by stage
| stage | worst slack [ns] | util (%) | std cells | instance area, µm² | total power [mW] |
|---|---|---|---|---|---|
| after floorplan | 3.37 | - | 717 | 6740 | 0.988 |
| after global placement | 2.46 | 36.1 | 1060 | 7910 | 1.04 |
| after detailed placement | 2.48 | 36.1 | 1060 | 7910 | 1.04 |
| after CTS | 2.93 | 38.8 | 1092 | 8490 | 2.01 |
| after global routing | 2.68 | 38.8 | 1092 | 8490 | 2.05 |
| final | 2.92 | 38.8 | 1092 | 8490 | 1.99 |
## worst reg2reg max path, cell delays in order (launching register included)
cell and delay [ns]:
dfxtp_1 0.43, and4_1 0.47, nand4_1 0.49, or4_1 0.62, a21oi_1 0.14
## sequential cells by signal, summed over array words and instances (netlist names)
signal      flops
clk_strb        1
ANreg           8
select_seg      8
CDr             1
CAr             1
out            32
wdata_seg      32
CGr             1
semseg          4
strb_sel        8
CCr             1
strb_buf       32
CEr             1
counter        10
CBr             1
CFr             1
## per-layer routing
layer  GRT usage (%)  wire [µm]
met5               0          0
met4            1.29        145
met1            22.3       8250
met2            21.8       7200
met3            3.87        881
## synth_stat cells (all sizes together) (10+ instances only)
cell    instances
or3            10
nor2b          29
and4           10
buf            18
nand4          22
nand3          23
edfxtp         36
o22ai          10
o21ai          48
xor2           15
a21oi          52
nor2           91
inv            24
clkbuf         21
dfxtp         106
nand2          30
nand2b         11
nor4           17
## power groups by stage
| stage | combinational, mW | clock [mW] | sequential [mW] |
|---|---|---|---|
| CTS | 0.0926 | 0.986 | 0.927 |
| global route | 0.101 | 1.02 | 0.927 |
| finish | 0.0922 | 0.969 | 0.927 |
## cell type report
type	instances	area share [%]
clock buffers	19	5.21
clock inverters	13	1.65
repair buffers	102	11.8
well taps	280	4.12
multi-input cells	511	38.4
flip-flops and latches	142	37.7
inverters	25	1.10
## worst max path at each step
| stage | start | endpoint | slack [ns] | cells past startpoint |
|---|---|---|---|---|
| CTS | wdata_i[20] | wdata_seg[25]$_DFFE_PP_ | 2.93 | 5 |
| global route | addr_i[3] | wdata_seg[15]$_DFFE_PP_ | 2.68 | 5 |
| finish | wdata_i[20] | wdata_seg[25]$_DFFE_PP_ | 2.92 | 5 |
## cell families (layout without fill, tap and decap cells)
group,count (synthesis),after routing
AOI/OAI and AO/OA,177,177
DFF,142,142
adders and majority gates,9,9
buffers and inverters,64,159
muxes,9,9
xor gates and xnor gates,20,20
and+or+nand+nor,296,296
Power figures rest on the tool's default switching activity, not on a simulated workload.
