**flow/design.v**
```verilog
`timescale 1ns / 1ps
module regs_leds(
    input req_i, we_i, CLK100, resetn,
    input [31:0] wdata, addr_i,
    output reg [31:0] out,
    output [15:0] LED
  );
  reg        clk_strb;
  reg [31:0] strb_buf;
  reg [15:0] data_strb;
  reg [15:0] LED_reg;
  assign LED = clk_strb? LED_reg | data_strb: LED_reg & ~data_strb;
  always @(posedge CLK100) begin
    if(!resetn) begin
      strb_buf  <= 'b0;
      clk_strb  <= 'b0;
      data_strb <= 'b0;
      LED_reg   <= 'b0;
      out       <= 'b0;
    end else begin
      if (strb_buf == 10**8) begin 
        clk_strb = ~clk_strb;
        strb_buf <= 'b0;
      end else 
        strb_buf <= strb_buf + 1'b1;
      if(req_i) begin
        if(addr_i[11:0] == 12'h800) begin
          if(we_i) LED_reg <= wdata[31:16]? LED_reg: wdata[15:0];
          out <= 'b0 | LED_reg;
        end
        if(addr_i[11:0] == 12'hf00) begin
          if(we_i) data_strb <= wdata[31:16]? data_strb: wdata[15:0];
          out <= 'b0 | data_strb;
        end
      end
    end
  end
endmodule
```
**flow/run.sh**
```bash
#!/bin/bash
# OpenROAD 26Q1-2900-gdf79404cd8, Yosys 0.63+post, stock flow scripts
make -C /OpenROAD-flow-scripts/flow DESIGN_CONFIG=/design/flow/config.mk WORK_HOME=/design/flow/orfs finish
```
**flow/config.mk**
```make
export PLATFORM = sky130hd
export DESIGN_NAME = regs_leds
export DESIGN_NICKNAME = regs_leds
export VERILOG_FILES = /design/flow/design.v
export SDC_FILE = /design/flow/constraint.sdc
export NUM_CORES = 4
export LEC_CHECK = 1
export CORE_UTILIZATION = 50
```
**flow/constraint.sdc**
```tcl
current_design regs_leds

set clk_period 6.0
set clk_io_pct 0.2

create_clock -name clk0 -period $clk_period [get_ports {CLK100}]

set non_clock_inputs [all_inputs -no_clocks]
set_input_delay [expr $clk_period * $clk_io_pct] -clock clk0 $non_clock_inputs
set_output_delay [expr $clk_period * $clk_io_pct] -clock clk0 [all_outputs]
```
==> Changelog: implementation <==
### Changed

* Status: complete, no violations
* Core footprint at 0.00733 mm²
* Sw power at 211 µW
* Ys async rst share at 0%
* Hold Vio Cnt, Final at 0
* Wire length per cell at 13.4 µm
* Drt pass-1 iters at 4
* Setup Skew at 0.00821 ns
* CP Max Fanout at 13
* GRT overflow at 0
* Final std cells w/o fill at 621
* Post-route ant nets at 0
* Dpl cells at 605
* Peak supply drop at 0.000132 V
* Cell area after synthesis at 0.00382 mm²
* H-Tree Depth at 3
* Synth Flop Type: dfxtp_1
* Die Area at 0.00799 mm²
* Flip-flops with a built-in enable at 0
* First-pass GRT wire length at 13,100 µm
* Drt initial violations at 195
* Minimum clock period at 3.14 ns
* Top-level I/O count at 116
* Core Util, Final at 66.1%
* Area leader share at 42.5%
* Max Fclk at 318 MHz
* Post-Place Cell Area at 0.00462 mm²
* Clock transition at path regs at 0.08 ns
* Static leakage at 0.00161 µW
* Sw Ratio at 20.3%
* Yosys cell count at 449
* Register share after synthesis at 42.5%
* RSZ-0062 raised after global routing: no
* Hold buffers post-CTS at 0
* Slew of the pin with the lowest slew margin at 0.684 ns
* Max_slew headroom at 54.3%
* Max reg flops at 32
* Area grow syn2layout at 26.9%
* Setup Fix Bufs, Post-CTS at 0
* Setup violations, final at 0
* Top cells by area: dfxtp_1 (42%), nand2_1 (6.3%), xnor2_1 (5.7%)
* CP Data Required Time at 6.23 ns
* Final WL at 8330 µm
* Startpoint types: input pin
* Vias in the first global route at 2,693
* Internal at 831 µW
* Hold slack final at 0.465 ns
* Chip Area, Yosys at 0.00382 mm²
* Clk ins delay skew pair at 0.34 ns
* FP Core Util at 52.1%
* Post-synth top area cell: dfxtp_1
* Ant diodes at 0
* # DRC at 0
* Clk pwr share at 42.9%
* PwrDens at 215 mW/mm²
* Die H at 89.4 µm
* IO buf count at 79
* Core Rows at 31
* GRT Overall Usage at 21.9%
* Comb power frac at 5.2%
* Post-synth regs at 81
* Critical path arrival at 3.37 ns
* Via density per instance at 5.14
* Clock root buffer: clkbuf_8
* Die width at 89.4 µm
* Largest register by flop count: strb_buf
* Ys Warns at 1
* Sink Count at 81
* Initial antenna violation count at 0
* Setup tns final at 0 ns
* Final Wtd Congestion at 0.812
* Syn avg cell area at 8.50 µm²
* Number of max-cap violations at 0
* Largest net degree at the start of global routing at 70
* Post-layout period usage at 52.4%
* Longest Clk Path Bufs at 2
* Crit. End Element: flip-flop
* Seq pwr share at 51.9%
* Count of tool warnings at 47
* Final slew viol count at 0
* Resize count post-CTS at 0
* Synth cell count leaders: dfxtp_1 (81), nand2_1 (64), nor2_1 (39), nand3_1 (32), o21ai_0 (30)
* HP Class: reg -> reg
* Crit Path Class: in -> reg
* Distinct lib cells at 35
* DP HPWL at 5420 µm
* Layout cells sized above 1 at 8.62%
* Via count at 3,190
* CTS Buf Count at 9
* Post-route cell area at 0.00485 mm²
* Post-Synthesis Cells at 449
* TritonCTS clock tree: built
* Most numerous cell in the Yosys netlist: dfxtp_1
power groups by stage:
| stage | clock, µW | sequential (µW) | combinational (µW) |
|---|---|---|---|
| after CTS | 460 | 540 | 54.5 |
| final | 447 | 540 | 54.2 |
| after global routing | 485 | 541 | 59.5 |
worst max-delay path: stages:
cell             delay [ns]
clkdlybuf4s50_1        0.41
nor4_2                 0.30
nand4b_2               0.28
nor4_4                 0.52
buf_4                  0.36
mux2i_1                0.24
nor2b_1                0.06
final timing paths:
path | start | to | slack [ns] | depth (start not counted)
worst min register to register | LED_reg[2] | LED_reg[2] | 0.47 | 2
worst max register to register | strb_buf[23] | strb_buf[22] | 3.86 | 6
worst min-delay path | LED_reg[2] | LED_reg[2] | 0.47 | 2
worst max-delay path | addr_i[2] | data_strb[0] | 2.86 | 7
routing by layer:
layer	track usage [%]	vias to the layer above	routed length, µm
li1	-	1653	-
met1	36.4	1442	4210
met5	0	-	0
met3	5.81	4	596
met2	31.0	91	3470
met4	1.59	0	51
cells in the final DEF, fill, tap and decap left out, types with 6 or more instances in the layout:
master           instances
o21ai_0                 30
nand4_1                  9
mux2i_1                 16
nor2_1                  39
xnor2_1                 25
buf_4                    6
dfxtp_1                 81
nor2b_1                 16
a31oi_1                 16
nor4_1                  12
nand2_1                 64
nand3_1                 32
clkbuf_8                11
nor3_1                   9
mux2_2                  16
clkdlybuf4s50_1         78
conb_1                  16
cell families (layout without fill, tap and decap cells):
kind of cell               after synthesis  after routing  share of synthesized area [%]
DFF                                     81             81                           42.5
adders and majority gates                2              2                          0.655
AOI/OAI and AO/OA                       50             50                           7.14
muxes                                   32             32                           8.91
other                                    1             16                         0.0982
buffers and inverters                   48            106                           6.59
and+or+nand+nor                        205            205                           27.3
xor gates and xnor gates                30             30                           6.88
through the flow:
stage          setup slack [ns]  power (µW)
5_1_grt                    2.72        1090
3_5_place_dp               2.50         607
2_1_floorplan              3.20         577
3_3_place_gp               2.49         607
4_1_cts                    2.87        1050
6_report                   2.86        1040
cell type report:
cell class	instances	area, µm²
tap	99	124
inverter	5	18.8
clock buffer	12	155
fill	585	2480
sequential	81	1620
multi-input combinational	335	2020
clock inverter	4	73.8
timing repair buffer	85	831
Power and IR drop assume default switching activity.
